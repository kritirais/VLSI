<file path="design.v">
`timescale 1ns / 1ps
module Decrypt(
    input [63:0] data,
    input [127:0] key,
    input clk,
    input rst,
    output [63:0] out
    );
    wire [63:0] k0, k1, k0p;
    wire [63:0] corein, coreout;
    wire [63:0] alpha;
    assign alpha = 64'hc0ac29b7c97c50dd;
    assign k0p = key[127:64];
    assign k1 = key[63:0] ^ alpha;
    assign k0 = {k0p[0], k0p[63 : 2], (k0p[1] ^ k0p[63])};
    assign corein = data ^ k0;
    PrinceCore pc1(.clk(clk), .rst(rst), .in(corein), .key(k1), .out(coreout));
    assign out = coreout ^ k0p;
endmodule
`timescale 1ns / 1ps
module Encrypt(
    input [63:0] data,
    input [127:0] key,
    input clk,
    input rst,
    output [63:0] out
    );
    wire [63:0] k0, k1, k0p;
    wire [63:0] corein, coreout;
    assign k0 = key[127:64];
    assign k1 = key[63:0];
    assign k0p = {k0[0], k0[63 : 2], (k0[1] ^ k0[63])};
    assign corein = data ^ k0;
    PrinceCore pc1(.clk(clk), .rst(rst), .in(corein), .key(k1), .out(coreout));
    assign out = coreout ^ k0p;
endmodule
`timescale 1ns / 1ps
module InvSbox(
  input [3:0] in,
  output reg [3:0] out
);
  always @(*) begin
    if(in == 4'h0) out = 4'hB;
    if(in == 4'h1) out = 4'h7;
    if(in == 4'h2) out = 4'h3;
    if(in == 4'h3) out = 4'h2;
    if(in == 4'h4) out = 4'hF;
    if(in == 4'h5) out = 4'hD;
    if(in == 4'h6) out = 4'h8;
    if(in == 4'h7) out = 4'h9;
    if(in == 4'h8) out = 4'hA;
    if(in == 4'h9) out = 4'h6;
    if(in == 4'hA) out = 4'h4;
    if(in == 4'hB) out = 4'h0;
    if(in == 4'hC) out = 4'h5;
    if(in == 4'hD) out = 4'hE;
    if(in == 4'hE) out = 4'hC;
    if(in == 4'hF) out = 4'h1;
  end
endmodule
`timescale 1ns / 1ps
module M(
  input [63:0] in,
  output [63:0] out
);
  wire [63:0] temp;
  assign out[63:60] = temp[63:60];
  assign out[59:56] = temp[43:40];
  assign out[55:52] = temp[23:20];
  assign out[51:48] = temp[3:0];
  assign out[47:44] = temp[47:44];
  assign out[43:40] = temp[27:24];
  assign out[39:36] = temp[7:4];
  assign out[35:32] = temp[51:48];
  assign out[31:28] = temp[31:28];
  assign out[27:24] = temp[11:8];
  assign out[23:20] = temp[55:52];
  assign out[19:16] = temp[35:32];
  assign out[15:12] = temp[15:12];
  assign out[11:8] = temp[59:56];
  assign out[7:4] = temp[39:36];
  assign out[3:0] = temp[19:16];
  MPrime mp1(.in(in), .out(temp));
endmodule
`timescale 1ns / 1ps
module MPrime(
  input [63:0] in,
  output [63:0] out
);
		assign out[63] = in[59] ^ in[55] ^ in[51];
        assign out[62] = in[62] ^ in[54] ^ in[50];
        assign out[61] = in[61] ^ in[57] ^ in[49];
        assign out[60] = in[60] ^ in[56] ^ in[52];
        assign out[59] = in[63] ^ in[59] ^ in[55];
        assign out[58] = in[58] ^ in[54] ^ in[50];
        assign out[57] = in[61] ^ in[53] ^ in[49];
        assign out[56] = in[60] ^ in[56] ^ in[48];
        assign out[55] = in[63] ^ in[59] ^ in[51];
        assign out[54] = in[62] ^ in[58] ^ in[54];
        assign out[53] = in[57] ^ in[53] ^ in[49];
        assign out[52] = in[60] ^ in[52] ^ in[48];
        assign out[51] = in[63] ^ in[55] ^ in[51];
        assign out[50] = in[62] ^ in[58] ^ in[50];
        assign out[49] = in[61] ^ in[57] ^ in[53];
        assign out[48] = in[56] ^ in[52] ^ in[48];
        assign out[47] = in[47] ^ in[43] ^ in[39];
        assign out[46] = in[42] ^ in[38] ^ in[34];
        assign out[45] = in[45] ^ in[37] ^ in[33];
        assign out[44] = in[44] ^ in[40] ^ in[32];
        assign out[43] = in[47] ^ in[43] ^ in[35];
        assign out[42] = in[46] ^ in[42] ^ in[38];
        assign out[41] = in[41] ^ in[37] ^ in[33];
        assign out[40] = in[44] ^ in[36] ^ in[32];
        assign out[39] = in[47] ^ in[39] ^ in[35];
        assign out[38] = in[46] ^ in[42] ^ in[34];
        assign out[37] = in[45] ^ in[41] ^ in[37];
        assign out[36] = in[40] ^ in[36] ^ in[32];
        assign out[35] = in[43] ^ in[39] ^ in[35];
        assign out[34] = in[46] ^ in[38] ^ in[34];
        assign out[33] = in[45] ^ in[41] ^ in[33];
        assign out[32] = in[44] ^ in[40] ^ in[36];
        assign out[31] = in[31] ^ in[27] ^ in[23];
        assign out[30] = in[26] ^ in[22] ^ in[18];
        assign out[29] = in[29] ^ in[21] ^ in[17];
        assign out[28] = in[28] ^ in[24] ^ in[16];
        assign out[27] = in[31] ^ in[27] ^ in[19];
        assign out[26] = in[30] ^ in[26] ^ in[22];
        assign out[25] = in[25] ^ in[21] ^ in[17];
        assign out[24] = in[28] ^ in[20] ^ in[16];
        assign out[23] = in[31] ^ in[23] ^ in[19];
        assign out[22] = in[30] ^ in[26] ^ in[18];
        assign out[21] = in[29] ^ in[25] ^ in[21];
        assign out[20] = in[24] ^ in[20] ^ in[16];
        assign out[19] = in[27] ^ in[23] ^ in[19];
        assign out[18] = in[30] ^ in[22] ^ in[18];
        assign out[17] = in[29] ^ in[25] ^ in[17];
        assign out[16] = in[28] ^ in[24] ^ in[20];
        assign out[15] = in[11] ^ in[7]  ^ in[3];
        assign out[14] = in[14] ^ in[6]  ^ in[2];
        assign out[13] = in[13] ^ in[9]  ^ in[1];
        assign out[12] = in[12] ^ in[8]  ^ in[4];
        assign out[11] = in[15] ^ in[11] ^ in[7];
        assign out[10] = in[10] ^ in[6]  ^ in[2];
        assign out[9]  = in[13] ^ in[5]  ^ in[1];
        assign out[8]  = in[12] ^ in[8]  ^ in[0];
        assign out[7]  = in[15] ^ in[11] ^ in[3];
        assign out[6]  = in[14] ^ in[10] ^ in[6];
        assign out[5]  = in[9]  ^ in[5]  ^ in[1];
        assign out[4]  = in[12] ^ in[4]  ^ in[0];
        assign out[3]  = in[15] ^ in[7]  ^ in[3];
        assign out[2]  = in[14] ^ in[10] ^ in[2];
        assign out[1]  = in[13] ^ in[9]  ^ in[5];
        assign out[0]  = in[8]  ^ in[4]  ^ in[0];
endmodule
`timescale 1ns / 1ps
module Minv(
  input [63:0] in,
  output [63:0] out
);
  wire [63:0] temp;
  assign temp[63 : 60] = in[63 : 60];
  assign temp[59 : 56] = in[11 : 8];
  assign temp[55 : 52] = in[23 : 20];
  assign temp[51 : 48] = in[35 : 32];
  assign temp[47 : 44] = in[47 : 44];
  assign temp[43 : 40] = in[59 : 56];
  assign temp[39 : 36] = in[7 : 4];
  assign temp[35 : 32] = in[19 : 16];
  assign temp[31 : 28] = in[31 : 28];
  assign temp[27 : 24] = in[43 : 40];
  assign temp[23 : 20] = in[55 : 52];
  assign temp[19 : 16] = in[3 : 0];
  assign temp[15 : 12] = in[15 : 12];
  assign temp[11 : 8]  = in[27 : 24];
  assign temp[7 : 4]   = in[39 : 36];
  assign temp[3 : 0]   = in[51 : 48];
  MPrime mp1(.in(temp), .out(out));
endmodule
`timescale 1ns / 1ps
module PrinceCore(
  input clk,
  input rst,
  input [63:0] in,
  input [63:0] key,
  output reg [63:0] out
);
  wire [63:0] RC [12:0];
  wire [63:0] sb_out, M_out, MPr_out, isb_out, isbPr_out, im_out;
  reg [3:0] round;
  reg [63:0] temp, temp_next, isb_out_pre;
  assign RC[0] = 64'h0000000000000000;
  assign RC[1] = 64'h13198a2e03707344;
  assign RC[2] = 64'ha4093822299f31d0;
  assign RC[3] = 64'h082efa98ec4e6c89;
  assign RC[4] = 64'h452821e638d01377;
  assign RC[5] = 64'hbe5466cf34e90c6c;
  assign RC[6] = 64'hFFFFFFFFFFFFFFFF;
  assign RC[7] = 64'h7ef84f78fd955cb1;
  assign RC[8] = 64'h85840851f1ac43aa;
  assign RC[9] = 64'hc882d32f25323c54;
  assign RC[10] = 64'h64a51195e0e3610d;
  assign RC[11] = 64'hd3b5a399ca0c2399;
  assign RC[12] = 64'hc0ac29b7c97c50dd;
  Sbox s1(.in(temp_next[3:0]), .out(sb_out[3:0]));
  Sbox s2(.in(temp_next[7:4]), .out(sb_out[7:4]));
  Sbox s3(.in(temp_next[11:8]), .out(sb_out[11:8]));
  Sbox s4(.in(temp_next[15:12]), .out(sb_out[15:12]));
  Sbox s5(.in(temp_next[19:16]), .out(sb_out[19:16]));
  Sbox s6(.in(temp_next[23:20]), .out(sb_out[23:20]));
  Sbox s7(.in(temp_next[27:24]), .out(sb_out[27:24]));
  Sbox s8(.in(temp_next[31:28]), .out(sb_out[31:28]));
  Sbox s9(.in(temp_next[35:32]), .out(sb_out[35:32]));
  Sbox s10(.in(temp_next[39:36]), .out(sb_out[39:36]));
  Sbox s11(.in(temp_next[43:40]), .out(sb_out[43:40]));
  Sbox s12(.in(temp_next[47:44]), .out(sb_out[47:44]));
  Sbox s13(.in(temp_next[51:48]), .out(sb_out[51:48]));
  Sbox s14(.in(temp_next[55:52]), .out(sb_out[55:52]));
  Sbox s15(.in(temp_next[59:56]), .out(sb_out[59:56]));
  Sbox s16(.in(temp_next[63:60]), .out(sb_out[63:60]));
  M m1(.in(sb_out), .out(M_out));
  MPrime mp1(.in(sb_out), .out(MPr_out));
  InvSbox is1(.in(MPr_out[3:0]), .out(isbPr_out[3:0]));
  InvSbox is2(.in(MPr_out[7:4]), .out(isbPr_out[7:4]));
  InvSbox is3(.in(MPr_out[11:8]), .out(isbPr_out[11:8]));
  InvSbox is4(.in(MPr_out[15:12]), .out(isbPr_out[15:12]));
  InvSbox is5(.in(MPr_out[19:16]), .out(isbPr_out[19:16]));
  InvSbox is6(.in(MPr_out[23:20]), .out(isbPr_out[23:20]));
  InvSbox is7(.in(MPr_out[27:24]), .out(isbPr_out[27:24]));
  InvSbox is8(.in(MPr_out[31:28]), .out(isbPr_out[31:28]));
  InvSbox is9(.in(MPr_out[35:32]), .out(isbPr_out[35:32]));
  InvSbox is10(.in(MPr_out[39:36]), .out(isbPr_out[39:36]));
  InvSbox is11(.in(MPr_out[43:40]), .out(isbPr_out[43:40]));
  InvSbox is12(.in(MPr_out[47:44]), .out(isbPr_out[47:44]));
  InvSbox is13(.in(MPr_out[51:48]), .out(isbPr_out[51:48]));
  InvSbox is14(.in(MPr_out[55:52]), .out(isbPr_out[55:52]));
  InvSbox is15(.in(MPr_out[59:56]), .out(isbPr_out[59:56]));
  InvSbox is16(.in(MPr_out[63:60]), .out(isbPr_out[63:60]));
  Minv mi1(.in(temp), .out(im_out));
  InvSbox is17(.in(im_out[3:0]), .out(isb_out[3:0]));
  InvSbox is18(.in(im_out[7:4]), .out(isb_out[7:4]));
  InvSbox is19(.in(im_out[11:8]), .out(isb_out[11:8]));
  InvSbox is20(.in(im_out[15:12]), .out(isb_out[15:12]));
  InvSbox is21(.in(im_out[19:16]), .out(isb_out[19:16]));
  InvSbox is22(.in(im_out[23:20]), .out(isb_out[23:20]));
  InvSbox is23(.in(im_out[27:24]), .out(isb_out[27:24]));
  InvSbox is24(.in(im_out[31:28]), .out(isb_out[31:28]));
  InvSbox is25(.in(im_out[35:32]), .out(isb_out[35:32]));
  InvSbox is26(.in(im_out[39:36]), .out(isb_out[39:36]));
  InvSbox is27(.in(im_out[43:40]), .out(isb_out[43:40]));
  InvSbox is28(.in(im_out[47:44]), .out(isb_out[47:44]));
  InvSbox is30(.in(im_out[51:48]), .out(isb_out[51:48]));
  InvSbox is31(.in(im_out[55:52]), .out(isb_out[55:52]));
  InvSbox is32(.in(im_out[59:56]), .out(isb_out[59:56]));
  InvSbox is33(.in(im_out[63:60]), .out(isb_out[63:60]));
  always @(*) begin
    if (round == 4'd0) temp = in ^ key ^ RC[0];
    else if (round <= 4'd5) temp = M_out ^ RC[round] ^ key;
    else if (round == 4'd6) temp = isbPr_out;
    else if (round == 4'd7) temp = temp_next ^ key ^ RC[round];
    else if (round > 4'd7) temp = isb_out_pre ^ key ^ RC[round];
  end
  always @(posedge clk) begin
      if(rst) round = 'd0;
      else if(round == 4'd11) round = 4'd0;
      else round = round + 1'b1;
  end
  always @(posedge clk) begin
      temp_next <= temp;
      isb_out_pre <= isb_out;
  end
  always @(*) begin
      if(round == 4'd11) out = RC[12] ^ key ^ isb_out;
  end
endmodule
`timescale 1ns / 1ps
module Sbox(
  input [3:0] in,
  output reg [3:0] out
);
  always @(*) begin
    if(in == 4'h0) out = 4'hB;
    if(in == 4'h1) out = 4'hF;
    if(in == 4'h2) out = 4'h3;
    if(in == 4'h3) out = 4'h2;
    if(in == 4'h4) out = 4'hA;
    if(in == 4'h5) out = 4'hC;
    if(in == 4'h6) out = 4'h9;
    if(in == 4'h7) out = 4'h1;
    if(in == 4'h8) out = 4'h6;
    if(in == 4'h9) out = 4'h7;
    if(in == 4'hA) out = 4'h8;
    if(in == 4'hB) out = 4'h0;
    if(in == 4'hC) out = 4'hE;
    if(in == 4'hD) out = 4'h5;
    if(in == 4'hE) out = 4'hD;
    if(in == 4'hF) out = 4'h4;
  end
endmodule
`timescale 1ns / 1ps
module TOP(
  input [63:0] data,
  input [127:0] key,
  input en_de,
  input clk,
  input rst,
  output [63:0] out);
  wire [63:0] outEn, outDe;
  Encrypt e1(.data(data), .key(key), .clk(clk), .rst(rst), .out(outEn));
  Decrypt d1(.data(data), .key(key), .clk(clk), .rst(rst), .out(outDe));
  assign out = en_de ? outEn : outDe;
endmodule
</file>
<file path="run.sh">
#!/bin/bash
# OpenROAD 26Q1-2900-gdf79404cd8, Yosys 0.63+post, stock flow scripts
make -C /OpenROAD-flow-scripts/flow DESIGN_CONFIG=/design/flow/config.mk WORK_HOME=/design/flow/orfs finish
</file>
<file path="config.mk">
export PLATFORM = sky130hd
export DESIGN_NAME = TOP
export DESIGN_NICKNAME = TOP
export VERILOG_FILES = /design/flow/design.v
export SDC_FILE = /design/flow/constraint.sdc
export NUM_CORES = 4
export LEC_CHECK = 1
export CORE_UTILIZATION = 40
</file>
<file path="constraint.sdc">
current_design TOP

set clk_period 11.3
set clk_io_pct 0.2

create_clock -name clk0 -period $clk_period [get_ports {clk}]

set non_clock_inputs [all_inputs -no_clocks]
set_input_delay [expr $clk_period * $clk_io_pct] -clock clk0 $non_clock_inputs
set_output_delay [expr $clk_period * $clk_io_pct] -clock clk0 [all_outputs]
</file>
==> flow_summary.json <==
{
  "endpoint": "out[0]",
  "r2r_start": "e1.pc1.round[0]",
  "syn_to_final_growth_pct": 16.32,
  "worst_setup_path_start_kind": "input pin",
  "h-tree-depth": 2,
  "wl_per_cell_um": 25.65,
  "antenna_found_initial": 13,
  "yosys_cells": 4705,
  "top_cells_by_area": "dlxtn_1 19%, xnor2_1 17%, dfxtp_1 13%, xor2_1 11%, dlxtp_1 4.7%",
  "fin_setup_tns_ps": 0,
  "dieArea_um2": 104200,
  "startpoint": "key[127]",
  "synth-edff-count": 0,
  "slew_violations": 0,
  "slew_headroom": 0.3134,
  "holdBufCountCts": 0,
  "warnings": 31,
  "synth.top_cell.area_share": 0.1869,
  "drt_pass1_iterations": 6,
  "die_width_um": 322.7,
  "core-area_um2": 101900,
  "p_leak_nw": 20.39,
  "status": "finished, final reports clean",
  "cts_root_buf": "clkbuf_16",
  "rsz0062_at_grt": "false",
  "reg2reg_slack_ps": 9280,
  "overflow": 0,
  "drt-vias-per-instance": 5.298,
  "dpl.hpwl_um": 134700,
  "synth_area_um2": 41150,
  "power_density_nw_per_um2": 79.85,
  "grt_pass1_vias": 31017,
  "setup_ws_ps": 4416,
  "async_flop_share": 0,
  "cts_buffers": 39,
  "fin_crit_sh": 0.6092,
  "required_ps": 9040,
  "timing_worst_setup_path_type": "in2out",
  "cts_resized": 0,
  "cts_tree": "done",
  "grt_pass1_wl_um": 235400,
  "untimed_endpoints": 896,
  "ant_nets": 0,
  "ir_worst_vdd_v": 0.00009146,
  "portBuffers": 258,
  "fp.dieH_um": 322.7,
  "hp-class": "reg2reg",
  "synth_top_flop_cell": "dlxtn_1",
  "path_max_fanout": 5,
  "layout-drive-gt1-share": 0.04261,
  "grt_max_degree": 75,
  "drt_drc_violations_left": 0,
  "rr_endpoint": "e1.pc1.round[1]",
  "synth_cell_types": 89,
  "yosysTopAreaCell": "dlxtn_1",
  "finalHoldViolations": 0,
  "clk_path_buf_depth": 3,
  "yosys_warnings": 3,
  "ys_ff": 904,
  "reg2reg_depth": 5,
  "ys_chip_area_um2": 41150,
  "end_kind": "primary output",
  "path_clk_slew_ps": 60,
  "initCoreUtil": 0.4038,
  "max_cap_violations": 0,
  "fmax_ghz": 0.1453,
  "skew_ps": 10.76,
  "place_ws_ps": 4456,
  "unclocked_pins": 640,
  "rows": 117,
  "fin_crit_ps": 6884,
  "gp_congestion": 1.018,
  "arrival_ps": 4620,
  "finalSetupViolCount": 0,
  "clock.latency.late_pin_ps": 580,
  "avgSynthCellArea_um2": 8.745,
  "grtUsageTotal": 0.3329,
  "netlist_instances": 4705,
  "drt-initial-drc-count": 3220,
  "route.vias.total": 35113,
  "wirelength_um": 170000,
  "tightest_slew_ps": 1023,
  "pin_count": 259,
  "postCtsSetupRepairBufs": 0
}
logic make-up after synthesis:
kind of cell    Yosys count  share of synthesized area
latches                 640                     0.2336
mux                     144                    0.03524
compound gates         1242                     0.1914
buf+inv                 273                    0.03029
fa+ha+maj                12                   0.003406
other cells               1                 0.00009114
xor+xnor               1347                     0.2938
flops                   264                     0.1284
simple gates            782                    0.08375
layout make-up:
type | instances | area, um^2
fillers | 9753 | 54030
multi-input cells | 3911 | 26490
flip-flops and latches | 904 | 14900
repair buffers | 341 | 3203
well taps | 1368 | 1712
clock buffers | 55 | 1149
clock inverters | 16 | 287.8
inverters | 30 | 112.6
diodes | 3 | 7.507
layer usage:
metal / vias up / track usage / share of wire
met4: 18 / 0.1401 / 0.053
met2: 1798 / 0.4507 / 0.40
li1: 16739 / - / -
met1: 16242 / 0.4861 / 0.42
met3: 316 / 0.1174 / 0.13
met5: - / 0 / 0.00069
stage by stage:
step	instances	utilization	power, W	hold slack [ps]	cell area (um^2)
2_1_floorplan	5088	-	0.001863	485.0	42580
3_3_place_gp	6554	0.4556	0.002384	505.3	46420
3_5_place_dp	6554	0.4556	0.002383	515.9	46420
4_1_cts	6625	0.4697	0.003809	525.7	47850
5_1_grt	6625	0.4697	0.003933	566.1	47850
6_report	6628	0.4697	0.003822	525.5	47860
critical path: stages:
cell             delay, ps
clkdlybuf4s50_1        790
xnor2_1                450
xnor2_1                160
nand2_1                 60
o21ai_0                290
clkdlybuf4s50_1        600
synthesized netlist by cell type (all sizes together), types with 70 or more instances:
cell / n
a21oi: 283
a22oi: 99
buf: 70
clkbuf: 173
dfxtp: 264
dlxtn: 512
dlxtp: 128
mux2i: 137
nand2: 291
nand2b: 80
nor2: 306
o21ai: 361
o22ai: 146
xnor2: 819
xor2: 510
state kept, by name (all words and copies together), names as in the netlist, 64 cells and up:
name,cells
d1.pc1.temp,64
d1.pc1.isb_out_pre,64
e1.pc1.temp,64
e1.pc1.out,64
d1.pc1.temp_next,64
e1.pc1.isb_out_pre,64
d1.pc1.out,64
e1.pc1.temp_next,64
layout by cell type (no fill, tap or decap), types with 96 or more instances in the layout:
cell and count:
dfxtp_1 261, o22ai_1 146, o21ai_0 353, conb_1 384, xnor2_1 817, clkdlybuf4s50_1 257, a22oi_1 96, a21oi_1 281
mux2i_1 137, dlxtp_1 128, dlxtn_1 512, xor2_1 506, nor2_1 303, nand2_1 287
how the worst min path moves through the flow:
stage,start,endpoint,slack (ps),cells past startpoint
4_1_cts,e1.pc1.round[0],e1.pc1.round[0],530,1
6_report,e1.pc1.round[0],e1.pc1.round[0],530,1
5_1_grt,e1.pc1.round[0],e1.pc1.round[0],570,1
power by group:
part	switching, W	internal [W]
clock network	0.000534	0.000890
registers	0.0000342	0.00107
logic	0.000790	0.000508
Power and IR drop assume default switching activity.
